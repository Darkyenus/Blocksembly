==> flow/design.v <==
module serialGPIO(
	    input clk,
	    input RxD,
	    output TxD,
	    output reg [7:0] GPout,   
	    input [7:0] GPin   
	);
	wire RxD_data_ready;
	wire [7:0] RxD_data;
	async_receiver RX(.clk(clk), .RxD(RxD), .RxD_data_ready(RxD_data_ready), .RxD_data(RxD_data));
	always @(posedge clk) if(RxD_data_ready) GPout <= RxD_data;
	async_transmitter TX(.clk(clk), .TxD(TxD), .TxD_start(RxD_data_ready), .TxD_data(GPin));
endmodule
module blocpu_fpga_runner(
		CLK,
		KEY,
		SW,
		LEDG,
		LEDR,
		HEX0
		);
	input CLK;
	input	[3:0]	KEY;
	input	[17:0]	SW;
	output [8:0]	LEDG;
	output [17:0]	LEDR;
	output [6:0] HEX0;
	reg [7:0] CPU_OUTPUT_LEDS;
	reg in_running;
	reg in_reset;
	wire out_running;
	wire out_reset;
	reg [11:0] in_instruction;
	reg [15:0] in_instruction_address;
	reg in_instruction_write;
	wire [7:0] out_output;
	wire out_output_trigger;
	reg [7:0] in_input;
	blocpu_core core (in_running, in_reset, out_running, out_reset,
						in_instruction, in_instruction_address, in_instruction_write,
						out_output, out_output_trigger, in_input);
	always @(negedge KEY[0]) begin
		in_reset = 1;
		in_instruction_write = 0; in_instruction = 12'b111000000010;in_instruction_address = 16'h0; in_instruction_write = 1; #1  
        in_instruction_write = 0; in_instruction = 12'b111100001101;in_instruction_address = 16'h1; in_instruction_write = 1; #1  
        in_instruction_write = 0; in_instruction = 12'b001101110000;in_instruction_address = 16'h2; in_instruction_write = 1; #1  
        in_instruction_write = 0; in_instruction = 12'b100100000100;in_instruction_address = 16'h3; in_instruction_write = 1; #1  
        in_instruction_write = 0; in_instruction = 12'b001001000000;in_instruction_address = 16'h4; in_instruction_write = 1; #1  
        in_instruction_write = 0; in_instruction = 12'b010111000001;in_instruction_address = 16'h5; in_instruction_write = 1; #1  
        in_instruction_write = 0; in_instruction = 12'b010011000010;in_instruction_address = 16'h6; in_instruction_write = 1; #1  
        in_instruction_write = 0; in_instruction = 12'b001101111000;in_instruction_address = 16'h7; in_instruction_write = 1; #1  
        in_instruction_write = 0; in_instruction = 12'b001101110000;in_instruction_address = 16'h8; in_instruction_write = 1; #1  
        in_instruction_write = 0; in_instruction = 12'b100100000111;in_instruction_address = 16'h9; in_instruction_write = 1; #1  
        in_instruction_write = 0; in_instruction = 12'b011010000001;in_instruction_address = 16'ha; in_instruction_write = 1; #1  
        in_instruction_write = 0; in_instruction = 12'b001100010111;in_instruction_address = 16'hb; in_instruction_write = 1; #1  
        in_instruction_write = 0; in_instruction = 12'b001100001110;in_instruction_address = 16'hc; in_instruction_write = 1; #1  
        in_instruction_write = 0; in_instruction = 12'b111011111111;in_instruction_address = 16'hd; in_instruction_write = 1; #1  
        in_instruction_write = 0; in_instruction = 12'b111111111111;in_instruction_address = 16'he; in_instruction_write = 1; #1  
        in_instruction_write = 0; in_instruction = 12'b001100000110;in_instruction_address = 16'hf; in_instruction_write = 1;  
	end
	always @(negedge KEY[1]) in_running <= 1;
	assign LEDG[8] = out_running;
	assign LEDG[7:0] = CPU_OUTPUT_LEDS[7:0];
	always @(posedge out_output_trigger) CPU_OUTPUT_LEDS[7:0] = out_output;
	always in_input[3:0] = KEY[3:0];
endmodule
module async_transmitter(
	input clk,
	input TxD_start,
	input [7:0] TxD_data,
	output TxD,
	output TxD_busy
);
parameter ClkFrequency = 25000000;	 
parameter Baud = 115200;
generate
	if(ClkFrequency<Baud*8 && (ClkFrequency % Baud!=0)) ASSERTION_ERROR PARAMETER_OUT_OF_RANGE("Frequency incompatible with requested Baud rate");
endgenerate
wire BitTick;
BaudTickGen #(ClkFrequency, Baud) tickgen(.clk(clk), .enable(TxD_busy), .tick(BitTick));
reg [3:0] TxD_state = 0;
wire TxD_ready = (TxD_state==0);
assign TxD_busy = ~TxD_ready;
reg [7:0] TxD_shift = 0;
always @(posedge clk)
begin
	if(TxD_ready & TxD_start)
		TxD_shift <= TxD_data;
	else
	if(TxD_state[3] & BitTick)
		TxD_shift <= (TxD_shift >> 1);
	case(TxD_state)
		4'b0000: if(TxD_start) TxD_state <= 4'b0100;
		4'b0100: if(BitTick) TxD_state <= 4'b1000;   
		4'b1000: if(BitTick) TxD_state <= 4'b1001;   
		4'b1001: if(BitTick) TxD_state <= 4'b1010;   
		4'b1010: if(BitTick) TxD_state <= 4'b1011;   
		4'b1011: if(BitTick) TxD_state <= 4'b1100;   
		4'b1100: if(BitTick) TxD_state <= 4'b1101;   
		4'b1101: if(BitTick) TxD_state <= 4'b1110;   
		4'b1110: if(BitTick) TxD_state <= 4'b1111;   
		4'b1111: if(BitTick) TxD_state <= 4'b0010;   
		4'b0010: if(BitTick) TxD_state <= 4'b0011;   
		4'b0011: if(BitTick) TxD_state <= 4'b0000;   
		default: if(BitTick) TxD_state <= 4'b0000;
	endcase
end
assign TxD = (TxD_state<4) | (TxD_state[3] & TxD_shift[0]);   
endmodule
module async_receiver(
	input clk,
	input RxD,
	output reg RxD_data_ready = 0,
	output reg [7:0] RxD_data = 0,   
	output RxD_idle,   
	output reg RxD_endofpacket = 0   
);
parameter ClkFrequency = 25000000;  
parameter Baud = 115200;
parameter Oversampling = 8;   
generate
	if(ClkFrequency<Baud*Oversampling) ASSERTION_ERROR PARAMETER_OUT_OF_RANGE("Frequency too low for current Baud rate and oversampling");
	if(Oversampling<8 || ((Oversampling & (Oversampling-1))!=0)) ASSERTION_ERROR PARAMETER_OUT_OF_RANGE("Invalid oversampling value");
endgenerate
reg [3:0] RxD_state = 0;
wire OversamplingTick;
BaudTickGen #(ClkFrequency, Baud, Oversampling) tickgen(.clk(clk), .enable(1'b1), .tick(OversamplingTick));
reg [1:0] RxD_sync = 2'b11;
always @(posedge clk) if(OversamplingTick) RxD_sync <= {RxD_sync[0], RxD};
reg [1:0] Filter_cnt = 2'b11;
reg RxD_bit = 1'b1;
always @(posedge clk)
if(OversamplingTick)
begin
	if(RxD_sync[1]==1'b1 && Filter_cnt!=2'b11) Filter_cnt <= Filter_cnt + 1'd1;
	else 
	if(RxD_sync[1]==1'b0 && Filter_cnt!=2'b00) Filter_cnt <= Filter_cnt - 1'd1;
	if(Filter_cnt==2'b11) RxD_bit <= 1'b1;
	else
	if(Filter_cnt==2'b00) RxD_bit <= 1'b0;
end
function integer log2(input integer v); begin log2=0; while(v>>log2) log2=log2+1; end endfunction
localparam l2o = log2(Oversampling);
reg [l2o-2:0] OversamplingCnt = 0;
always @(posedge clk) if(OversamplingTick) OversamplingCnt <= (RxD_state==0) ? 1'd0 : OversamplingCnt + 1'd1;
wire sampleNow = OversamplingTick && (OversamplingCnt==Oversampling/2-1);
always @(posedge clk)
case(RxD_state)
	4'b0000: if(~RxD_bit) RxD_state <=  4'b0001 ;   
	4'b0001: if(sampleNow) RxD_state <= 4'b1000;   
	4'b1000: if(sampleNow) RxD_state <= 4'b1001;   
	4'b1001: if(sampleNow) RxD_state <= 4'b1010;   
	4'b1010: if(sampleNow) RxD_state <= 4'b1011;   
	4'b1011: if(sampleNow) RxD_state <= 4'b1100;   
	4'b1100: if(sampleNow) RxD_state <= 4'b1101;   
	4'b1101: if(sampleNow) RxD_state <= 4'b1110;   
	4'b1110: if(sampleNow) RxD_state <= 4'b1111;   
	4'b1111: if(sampleNow) RxD_state <= 4'b0010;   
	4'b0010: if(sampleNow) RxD_state <= 4'b0000;   
	default: RxD_state <= 4'b0000;
endcase
always @(posedge clk)
if(sampleNow && RxD_state[3]) RxD_data <= {RxD_bit, RxD_data[7:1]};
always @(posedge clk)
begin
	RxD_data_ready <= (sampleNow && RxD_state==4'b0010 && RxD_bit);   
end
reg [l2o+1:0] GapCnt = 0;
always @(posedge clk) if (RxD_state!=0) GapCnt<=0; else if(OversamplingTick & ~GapCnt[log2(Oversampling)+1]) GapCnt <= GapCnt + 1'h1;
assign RxD_idle = GapCnt[l2o+1];
always @(posedge clk) RxD_endofpacket <= OversamplingTick & ~GapCnt[l2o+1] & &GapCnt[l2o:0];
endmodule
module ASSERTION_ERROR();
endmodule
module BaudTickGen(
	input clk, enable,
	output tick   
);
parameter ClkFrequency = 25000000;
parameter Baud = 115200;
parameter Oversampling = 1;
function integer log2(input integer v); begin log2=0; while(v>>log2) log2=log2+1; end endfunction
localparam AccWidth = log2(ClkFrequency/Baud)+8;   
reg [AccWidth:0] Acc = 0;
localparam ShiftLimiter = log2(Baud*Oversampling >> (31-AccWidth));   
localparam Inc = ((Baud*Oversampling << (AccWidth-ShiftLimiter))+(ClkFrequency>>(ShiftLimiter+1)))/(ClkFrequency>>ShiftLimiter);
always @(posedge clk) if(enable) Acc <= Acc[AccWidth-1:0] + Inc[AccWidth:0]; else Acc <= Inc[AccWidth:0];
assign tick = Acc[AccWidth];
endmodule
==> flow/run.sh <==
#!/bin/bash
# OpenROAD 26Q1-2900-gdf79404cd8, Yosys 0.63+post, stock flow scripts
make -C /OpenROAD-flow-scripts/flow DESIGN_CONFIG=/design/flow/config.mk WORK_HOME=/design/flow/orfs finish
==> flow/config.mk <==
export PLATFORM = sky130hd
export DESIGN_NAME = serialGPIO
export DESIGN_NICKNAME = serialGPIO
export VERILOG_FILES = /design/flow/design.v
export SDC_FILE = /design/flow/constraint.sdc
export NUM_CORES = 4
export LEC_CHECK = 1
export CORE_UTILIZATION = 30
==> flow/constraint.sdc <==
current_design serialGPIO

set clk_period 2.7
set clk_io_pct 0.2

create_clock -name clk0 -period $clk_period [get_ports {clk}]

set non_clock_inputs [all_inputs -no_clocks]
set_input_delay [expr $clk_period * $clk_io_pct] -clock clk0 $non_clock_inputs
set_output_delay [expr $clk_period * $clk_io_pct] -clock clk0 [all_outputs]
==> run summary <==
Physical implementation

Endpoints failing hold in the final report were tallied at 0. The busiest layer in global routing is met1. The number of buffers added to fix hold violations after cts is 0. The clock latency at the later pin of the worst-skew pair is 0.35 ns. The number of cells on the worst reg-to-reg path is 4. The number of DRC markers in iteration 0 is 107.

The count of nets left with antenna violations after detail routing is 0. The setup check on the worst reg-to-reg path leaves a slack of 0.86 ns. In this run the static leakage power is 0.00117 uW. The final RePlAce weighted congestion is 0.765.

The number of cells on the worst hold path is 0. The area growth from synthesis to layout is 18.2%. Per the Yosys statistics, synthesis produced 242 cells. The count of synthesis-stage warnings from yosys is 5.

Using the TritonRoute via totals, the vias-per-cell ratio works out to 4.32. The share of the clock period used by the worst path is 0.781. Static timing analysis puts the maximum clock frequency at 0.474 GHz. Per the summary, power density relative to cell area is 583 mW/mm^2. The worst hold-check path type is register to register. The launch point of the worst register-to-register path is recorded as TX.TxD_state[1]. Yosys mapped the design onto 47 distinct sky130hd cell types. The met3 usage is 0.0305. The required time at the worst endpoint is listed as 2.16 ns. The run finished with clean final reports.

Of the synthesized area, sequential elements account for 0.627. The number of sinks on the clock net is 70. TritonCTS built the clock tree. Per the post-synthesis stats, the area per cell is 11.9 sq um. STA classifies the critical path startpoint as a register. For this run, the total global-route usage over all layers was measured as 0.0875. Max-slew check failures listed in the final report amount to 0. TritonRoute output was used to compute an average wire per cell of 10.2 um. The number of antenna diodes is 0. OpenSTA, run right after detailed placement, puts the worst setup slack at 0.847 ns. The max-slew check reports its worst relative slack as 0.687. The chip area from the yosys synthesis statistics is 0.00288 sq mm. The cell resize tally after clock tree synthesis is 0. The count of vias placed by the detailed router is 1,722. The clock passes through at most 2 buffers. The initial antenna violation count is 0.

For this run, the share of the core covered by cells in the final layout is 0.366. The floorplan row count is 35. The placement report lists the number of port buffers as 18.

Yosys mapped a number of flops with a built-in enable equal to 40. The wire-length estimate of the detail-placed layout is 2.63 mm. The maximum number of pins on one net before global-route repair is 15. TritonRoute reported its final design rule violation total as 0. Looking at the post-CTS report, the setup buffer insertion count equals 0.

On the critical path the data arrives at 1.57 ns. The floorplan die height is 99.9 um. Per the synth log, the flip-flop and latch total comes to 70. The cell sitting at the root of the clock tree is a sky130_fd_sc_hd__clkbuf_8. The first global-routing pass estimated 6.90 mm of wire. Summing all placed instances gives a cell area of 0.00319 sq mm. The total congestion overflow after global routing is 0. The cell area after synthesis is 0.00288 sq mm. The via count of the first global-routing pass is 1,529. The worst-case IR drop observed on VDD is 0.295 mV. In this run the worst setup path begins at TX.TxD_state[3]. Pin placement for this block handled 19 I/O pins.

The final timing report derives a shortest allowable period of 2.11 ns. Looking at the worst setup and hold paths, the clock pins of their registers show a slew of 0.08 ns. The number of iterations in the first detailed-routing pass is 4.

Adding up every negative setup slack in the final design gives 0 ns. The floorplan step records an initial core utilization of 0.310. The measured slew at the worst slew-check pin is 0.468 ns. Across all stage logs, warnings added up to 26. The total of max-cap violations is 0.

After floorplanning, the core was sized to cover 0.00928 sq mm. The met1 track utilization from global routing is 0.138. The critical path in the final layout is reported with a setup slack of 0.591 ns. Setup repair after global routing left no endpoint under its margin.

The die outline width is 99.9 um. The worst hold margin is 0.425 ns. The number of buffers created by CTS is 9.

The summed area of non-filler cells in the final layout is 0.00340 sq mm. For this run, asynchronously set or reset flops after synthesis account for 0. The clock skew after layout is 0.00694 ns. The critical path is of the register to primary output type. The H-tree was split into 3 levels. Looking at hold timing, the worst path starts from RX.RxD_data[0].

The critical path capture point type is a primary output. The floorplan step defined a die boundary enclosing 0.00998 sq mm. The total wirelength of the detailed-routed design is 4.09 mm. The global routing report lists met2 layer usage as 0.124.

The top flip-flop cell by instance count after synthesis is sky130_fd_sc_hd__edfxtp_1. Setup violations remaining at the end of the flow were counted as 0. Per the final layout report, the fraction of cells sized above drive strength 1 comes to 0.130. Along the worst path, the maximum fanout reaches 12. Per the post-synthesis report, the number of cells in the design is 242.
==> final cells by class <==
cell class | count | area [sq um]
multi-input combinational | 151 | 991
clock inverter | 7 | 80.1
clock buffer | 9 | 124
tap | 129 | 161
sequential | 70 | 1800
fill | 916 | 5890
timing repair buffer | 19 | 188
inverter | 14 | 52.6
==> layout by cell type, fill, tap and decap left out, drive strengths merged, types with 3 or more instances in the layout <==
cell type and n:
clkdlybuf4s50 18, nor4 6, inv 18, a21oi 10
nor3 4, mux2 7, nor2 16, nand3 3
o31ai 3, xor2 3, ha 6, clkbuf 9
dfxtp 30, nand2 27, or3 3, nor2b 3
edfxtp 40, nand2b 3, o21ai 15, a22oi 3
xnor2 14, and3 4
==> Yosys cell counts (2+ instances only) <==
cell type | n | share of area
sky130_fd_sc_hd__edfxtp_1 | 40 | 0.42
sky130_fd_sc_hd__dfxtp_1 | 30 | 0.21
sky130_fd_sc_hd__nand2_1 | 26 | 0.034
sky130_fd_sc_hd__nor2_1 | 16 | 0.021
sky130_fd_sc_hd__inv_1 | 14 | 0.018
sky130_fd_sc_hd__o21ai_0 | 14 | 0.024
sky130_fd_sc_hd__xnor2_1 | 14 | 0.043
sky130_fd_sc_hd__a21oi_1 | 10 | 0.017
sky130_fd_sc_hd__mux2_2 | 7 | 0.027
sky130_fd_sc_hd__ha_1 | 6 | 0.026
sky130_fd_sc_hd__nor4_1 | 5 | 0.011
sky130_fd_sc_hd__clkbuf_1 | 4 | 0.0052
sky130_fd_sc_hd__nor3_1 | 4 | 0.0070
sky130_fd_sc_hd__and3_1 | 3 | 0.0065
sky130_fd_sc_hd__nand3_1 | 3 | 0.0052
sky130_fd_sc_hd__nor2b_1 | 3 | 0.0065
sky130_fd_sc_hd__o31ai_1 | 3 | 0.0078
sky130_fd_sc_hd__xor2_1 | 3 | 0.0091
sky130_fd_sc_hd__a21o_1 | 2 | 0.0052
sky130_fd_sc_hd__a22oi_1 | 2 | 0.0052
sky130_fd_sc_hd__a31oi_1 | 2 | 0.0044
sky130_fd_sc_hd__clkbuf_2 | 2 | 0.0035
sky130_fd_sc_hd__nand2b_1 | 2 | 0.0044
sky130_fd_sc_hd__nand4_1 | 2 | 0.0044
sky130_fd_sc_hd__or3_1 | 2 | 0.0044
sky130_fd_sc_hd__or4_1 | 2 | 0.0052
==> metal layers <==
metal	vias up	part of all wire
met5	-	0
met3	6	0.050
met4	0	0.013
li1	908	-
met1	784	0.53
met2	24	0.41
==> power by group <==
group	switching [uW]	total, uW	internal, uW
clock network	416	855	439
logic	1.69	13.0	11.3
registers	0	1110	1110
==> cell families after synthesis <==
logic type,after synthesis,synth area share
AND-OR/OR-AND,42,0.0962
XOR/XNOR,17,0.0518
adder cells (fa/ha/maj),6,0.0261
buffers and inverters,21,0.0287
flip-flops,70,0.627
multiplexers,8,0.0309
AND/OR/NAND/NOR,78,0.140
==> sequential cells by signal, indices dropped and copies added (netlist names) <==
| register | flops |
|---|---|
| TX.tickgen.Acc | 16 |
| RX.tickgen.Acc | 13 |
| GPout | 8 |
| RX.RxD_data | 8 |
| TX.TxD_shift | 8 |
| RX.RxD_state | 4 |
| TX.TxD_state | 4 |
| RX.OversamplingCnt | 3 |
| RX.Filter_cnt | 2 |
| RX.RxD_sync | 2 |
| RX.RxD_bit | 1 |
| RX.RxD_data_ready | 1 |
==> critical path, stage by stage (launching register included) <==
cell and delay [ns]:
sky130_fd_sc_hd__edfxtp_1 0.55, sky130_fd_sc_hd__o21ai_0 0.20, sky130_fd_sc_hd__clkdlybuf4s50_1 0.47
==> per-stage QoR <==
step,instances,power [uW]
after global placement,383,1150
after global routing,399,2060
final,399,1980
after detailed placement,383,1150
after CTS,399,2010
after floorplan,242,1140
==> final timing paths <==
check                    end
max                      TxD
min                 GPout[0]
max reg2reg  TX.TxD_shift[2]
min reg2reg         GPout[0]
Power figures rest on the tool's default switching activity, not on a simulated workload.
